--- run.sh ---
#!/bin/bash
# OpenROAD 26Q1-2900-gdf79404cd8, Yosys 0.63+post, stock flow scripts
make -C /OpenROAD-flow-scripts/flow DESIGN_CONFIG=/design/flow/config.mk WORK_HOME=/design/flow/orfs finish
--- config.mk ---
export PLATFORM = sky130hd
export DESIGN_NAME = ALU
export DESIGN_NICKNAME = ALU
export VERILOG_FILES = /design/flow/design.v
export SDC_FILE = /design/flow/constraint.sdc
export NUM_CORES = 4
export LEC_CHECK = 1
export CORE_UTILIZATION = 30
--- constraint.sdc ---
current_design ALU

set clk_period 14.8
set clk_io_pct 0.2

create_clock -name clk0 -period $clk_period

set non_clock_inputs [all_inputs -no_clocks]
set_input_delay [expr $clk_period * $clk_io_pct] -clock clk0 $non_clock_inputs
set_output_delay [expr $clk_period * $clk_io_pct] -clock clk0 [all_outputs]
--- design.v ---
`timescale 1ps/1ps
module ALU (input [31:0] InA, InB, input [3:0] ALUControl, output reg [31:0] out, output zero);
  wire less, greater, equal;
  wire [31:0] BB;
  wire [31:0] S;
  wire        cout;
  assign BB = (ALUControl[3]) ? ~InB : InB;
  assign {cout, S} = ALUControl[3] + InA + BB;   
  assign equal = (InA == InB) ? 1'b1 : 1'b0;
  assign less = (InA < InB && equal == 0) ? 1'b1 : 1'b0;
  assign greater = (InA > InB && equal == 0) ? 1'b1 : 1'b0;
  always @ * begin
    case (ALUControl[2:0]) 
      3'b000 : out <= InA & BB;          
      3'b001 : out <= InA | BB;          
      3'b010 : out <= S;                 
      3'b011 : out <= {31'b0, S[31]};    
      3'b100 : out <= InA ^ BB;          
      3'b101 : out <= ~(InA ^ BB);       
      default: out <= 32'hxxxxxxxx;      
    endcase
  end 
  assign zero = (out == 0);
 endmodule
==> changes_impl.md <==
## Implementation

- Final critical delay including setup and external delays: 10.28 ns
- Fraction of layout cells with a size suffix above 1: 3.95%
- Final WS setup: 4.52 ns
- Utilization of the core after routing: 37.9%
- Total congestion overflow: 0
- DIE AREA: 16200 um2
- Dominant cell type by area after synthesis: sky130_fd_sc_hd__ha_1
- Startpoint class of the critical path: input pin
- HPWL after DPL: 12600 um
- Violation count after the first detailed-routing iteration: 385
- Per-cell routed wire length: 16.3 um
- Area occupied by registers: 0 um2
- Final Wtd Congestion: 0.968
- Global-route wire length before repair: 26000 um
- Timing-limited maximum frequency: 97.3 MHz
- Sum of internal, switching and leakage power: 0.295 mW
- Cell resize tally after clock tree synthesis: 0
- Port-buffer cells: 101
- Post-Place Cell Area: 5790 um2
- DRC violation count after routing: 0
- Endpoint required time on the critical path: 11.84 ns
- Post-synthesis instance area: 4710 um2
- Aggregate negative setup slack: 0 ns
- All-layer global routing usage: 20.1%
- Antenna violations before repair: 0
- Number of iterations in the first detailed-routing pass: 5
- Seq/Total Area, Yosys: 0%
- Number of fill cells in the layout: 1613
- Via count of the routed design: 5351
- Delay of the slowest cell on the worst path: 0.75 ns
- Number of warnings issued by yosys: 1
- Distinct cell type count after synthesis: 75
- Per-cell via count in the routed design: 5.37
- Worst slew margin relative to its limit: 42.9%
- Post-CTS repair timing setup buffer count: 0
- OpenROAD warning count: 64
- Outcome: finished clean
- Post-Route WL: 16300 um
- Share of the core filled by cells before placement: 30.8%
- Synth top area share: 17.0%
- Number of global-route vias before repair: 4945
- Ant. Diodes: 0
- P_leak: 2.51 nW
- Non-filler instance count after layout: 996
- Synthesized netlist cell count: 735
- Chip area from the yosys synthesis statistics: 4710 um2
- Remaining antenna violation count: 0
- Unrepaired setup endpoints after global routing: false
- Core Area: 15300 um2
- Final Hold Slack: 7.04 ns
- Peak VDD IR: 0.0227 mV
- Ratio of total power to cell area: 50.9 nW/um2
- Worst path slowest cell: sky130_fd_sc_hd__clkinv_1
- Inst Count DP: 996
- Syn-to-layout area delta: 22.9%
- Row count: 45
- Final non-filler cell area: 5790 um2
- Tightest Pin Transition: 0.857 ns
- Overall die height: 127 um
- Pre-CTS worst setup slack: 4.58 ns
- Maximum net fanout on the critical path: 66
- Arrival time of data at the critical path endpoint: 7.32 ns
- MI comb area: 4170 um2
- Die Span X: 127 um
- Max-capacitance violation count: 0
- Yosys top cell by instances: sky130_fd_sc_hd__inv_1
- Syn_area_per_cell: 6.40 um2
- Top cells by area in the synthesized netlist: sky130_fd_sc_hd__ha_1 (17%), sky130_fd_sc_hd__xor2_1 (9.1%), sky130_fd_sc_hd__a21oi_1 (8.0%)
- Crit path kind: in2out
- # setup viols final: 0
- Post-synth top cells: sky130_fd_sc_hd__inv_1 (78), sky130_fd_sc_hd__a21oi_1 (75), sky130_fd_sc_hd__ha_1 (64)
- Hold Fails Final Rpt: 0
- Count of clock buffers in the final design: 0
- Number of hold-repair buffers added at the cts stage: 0
- Class of the tightest hold or removal check: in2out
- Period utilization: 69.4%
- Cell breakdown of the critical path: buf_2, buf_4, clkinv_1, nor2_1, a211oi_1, o221a_2, nor4_1, nand4b_1, nor4_1, nand4b_1, nor4_2, clkdlybuf4s50_1
- Pin count of the biggest net entering global routing: 67
- Top-level port count: 101
- Nature of the critical path endpoint: output port
- Number of cell instances after yosys synthesis: 735
- FFs & Latches: 0
- Max-slew violation count: 0
[per-layer routing]
| metal | wire length, um | track usage, % |
|---|---|---|
| met1 | 7930 | 30.0 |
| met2 | 7340 | 32.7 |
| met3 | 882 | 1.58 |
| met4 | 111 | 1.68 |
| met5 | 0 | 0 |
[path summary, 6_finish.rpt]
path,from,end,slack (ns),depth (start not counted)
worst max-delay path,ALUControl[2],zero,4.52,12
worst min-delay path,ALUControl[2],out[1],7.04,5
[layout by cell type, fill, tap and decap left out, drive strengths merged, types with 3 or more instances in the layout]
master / count
nand3: 16
o2111ai: 4
and2: 5
xor2: 49
and3: 7
clkdlybuf4s50: 98
inv: 79
a21oi: 77
a2bb2oi: 4
a32oi: 11
nand2b: 7
nand2: 61
o211ai: 13
buf: 11
or2: 5
a211o: 3
xnor2: 23
o221ai: 3
a31oi: 7
o21ai: 48
nor4: 9
ha: 64
a221oi: 6
a21o: 8
nor2: 48
or3: 5
nor2b: 7
nand4: 8
o31ai: 3
o21a: 6
mux2i: 6
nor3: 22
o22ai: 7
a221o: 3
a211oi: 16
[layout make-up]
type                       count  share of cell area (%)
multi-input combinational    596                    72.0
inverter                      80                    5.19
tap                          211                    4.56
timing repair buffer         109                    18.2
[logic make-up (layout without fill, tap and decap cells)]
logic type | after synthesis | after routing | share of synthesized area [%]
compound gates | 244 | 244 | 34.6
xor+xnor | 72 | 72 | 13.4
fa+ha+maj | 65 | 65 | 17.4
buf+inv | 139 | 189 | 11.5
mux | 7 | 7 | 1.59
simple gates | 208 | 208 | 21.5
[critical path, delay by kind of cell]
kind	cells	cell delay (ns)
and+or+nand+nor	6	2.09
AOI/OAI and AO/OA	2	0.39
buffers and inverters	4	1.87
[power by group]
group          switching [mW]  total (mW)  internal [mW]  leakage [nW]
Sequential                  0           0              0             0
Combinational           0.162       0.295          0.133          2.51
Clock                       0           0              0             0
Power and IR drop assume default switching activity.

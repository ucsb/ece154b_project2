$ cat run.sh
#!/bin/bash
# OpenROAD 26Q1-2900-gdf79404cd8, Yosys 0.63+post, stock flow scripts
make -C /OpenROAD-flow-scripts/flow DESIGN_CONFIG=/design/flow/config.mk WORK_HOME=/design/flow/orfs finish
$ cat config.mk
export PLATFORM = sky130hd
export DESIGN_NAME = regfile
export DESIGN_NICKNAME = regfile
export VERILOG_FILES = /design/flow/design.v
export SDC_FILE = /design/flow/constraint.sdc
export NUM_CORES = 4
export LEC_CHECK = 1
export CORE_UTILIZATION = 30
$ cat constraint.sdc
current_design regfile

set clk_period 6.0
set clk_io_pct 0.2

create_clock -name clk0 -period $clk_period [get_ports {CLK}]

set non_clock_inputs [all_inputs -no_clocks]
set_input_delay [expr $clk_period * $clk_io_pct] -clock clk0 $non_clock_inputs
set_output_delay [expr $clk_period * $clk_io_pct] -clock clk0 [all_outputs]
$ cat design.v
`timescale 1ps/1ps
module regfile(input  wire         CLK,
               input  wire         RST,
               input  wire         WE3,
               input  wire  [4:0]  A1, A2, A3,
               input  wire  [31:0] WD3,
               output wire  [31:0] RD1,RD2);
    reg [31:0] rf [31:1];
    integer i;
    assign RD1 = (A1 != 0) ? rf[A1] : 32'b0;
    assign RD2 = (A2 != 0) ? rf[A2] : 32'b0;
    always @(negedge CLK or posedge RST)begin
        if(RST) begin
            for(i = 1; i < 32; i = i + 1)begin
                rf[i] = 32'b0;
            end
        end else begin
            if(WE3) rf[A3] <= WD3;
        end
    end
endmodule
==> results.py <==
# Generated from Yosys and OpenROAD reports
metrics = {
    "floorplan": {
        "fp-utilization": 0.302,
        "ioPinCount": 114,
        "die-area_um2": 168000,
        "core-area_um2": 165000,
        "fp.dieW_um": 410,
        "placementRows": 149,
        "die_h_um": 410,
    },
    "setup_path": {
        "arrival_ns": 5.69,
        "critPathMaxFanout": 2,
        "cp-end-kind": "output port",
        "critPathKind": "flop to output port",
        "cp-start-kind": "flop",
        "cp.required_ns": 4.80,
    },
    "cts": {
        "numCtsBuffers": 113,
        "clkLatencyLatePin_ns": 0.67,
        "cts_tree": "done",
        "clkSinkCount": 992,
        "clock_path_buffers": 3,
        "cts-root-buf": "clkbuf_16",
        "cts_htree_levels": 3,
        "clkSlewWorstSetupHoldPaths_ns": 0.05,
        "ctsHoldBuffers": 0,
    },
    "power": {
        "p_switching_mw": 5.84,
        "p_leak_nw": 30.9,
        "power_frac_seq": 0.446,
        "p_comb_frac": 0.200,
        "swShare": 0.284,
        "peakVddDrop_mv": 0.231,
        "power_mw": 20.5,
        "internal_power_mw": 14.7,
        "pwr_density_cell_nw_per_um2": 301,
        "p_clk_frac": 0.354,
    },
    "cells_and_area": {
        "largest_reg_flops": 992,
        "fin_util": 0.413,
        "area_growth_pct": 36.6,
        "drive_above_1_share": 0.521,
        "regArea_um2": 24800,
        "final_cells": 7242,
        "top_regs": "rf (992)",
        "mostFrequentLayoutCell": "mux2_2",
        "fill_cells": 15300,
        "mi_logic_area_um2": 26700,
        "mostFrequentLayoutCells": "993 x mux2_2, 992 x dfrtn_1, 753 x buf_4, 628 x a22oi_1, 261 x and3_1",
        "regMostFlops": "rf",
    },
    "global_route": {
        "antenna_found_initial": 25,
        "grt.overflow.total": 0,
        "grt_start_max_net_pins": 91,
        "grt_pass1_wl_mm": 389,
        "grt_usage": 0.348,
        "first_global_vias": 46300,
    },
    "synth": {
        "netlist_instances": 4218,
        "synth_cell_types": 54,
        "ys_warn_count": 2,
        "synth_seq_share": 0.497,
        "ys_area_um2": 50000,
        "yosysCellCount": 4218,
        "async_flop_share": 1.00,
        "flop_cell": "dfrtn_1",
        "ys.flops": 992,
        "synth-edff-count": 0,
        "syn_area_um2": 50000,
        "synth_area_per_cell_um2": 11.8,
    },
    "sta": {
        "setup_viol": 64,
        "max_slew_margin": 0.149,
        "slew_viol_final": 0,
        "hold_viol_final": 0,
        "tightest_slew_ns": 1.27,
        "rsz0062_at_grt": "yes",
        "fin_ws_ns": -0.894,
        "finalClockSkew_ns": 0,
    },
    "placed_design": {
        "dp.cells": 6970,
        "place_ws_ns": -0.712,
        "port_buffers": 113,
        "dp_hpwl_mm": 183,
        "gp_routability_congestion": 1.03,
    },
    "drt": {
        "vias": 46700,
        "routed_wl_mm": 286,
        "viasPerCell": 6.45,
        "drtAntennaViolNets": 0,
        "drt_iter0_drc": 5307,
        "dr.pass1.iters": 23,
        "wl_per_cell_um": 39.5,
        "drc_errors": 0,
    },
    "run_status": {
        "violations": "setup timing",
        "status": "complete, but fails checks",
    },
    "min_path": {
        "worstHoldPathType": "flop to flop",
    },
    "job": {
        "warnings": 28,
        "maxCapViolations": 0,
    },
}
area by class of cell:
class	count	area share
multi-input combinational	2779	0.392
sequential	992	0.364
timing repair buffer	1048	0.147
clock buffer	166	0.0486
tap	2189	0.0401
clock inverter	38	0.00726
antenna	24	0.000880
inverter	6	0.000385
worst paths after layout:
path                       cells after the start    endpoint  startpoint  slack (ns)
max reg2reg                                    3   rf[12][9]   rf[12][9]        4.99
min reg2reg                                    1  rf[25][23]  rf[25][23]        0.47
min                                            1  rf[25][23]  rf[25][23]        0.47
min in group asynchronous                      3  rf[22][27]         RST        3.88
max                                            6     RD2[27]  rf[14][27]       -0.89
max in group asynchronous                      4   rf[13][3]         RST        1.24
power by group through the flow:
stage / Sequential (mW) / Combinational, mW / Clock, mW
4_1_cts: 9.10 / 3.96 / 7.29
5_1_grt: 9.30 / 4.32 / 7.53
6_report: 9.17 / 4.11 / 7.27
stage by stage:
step	cell area, um^2	TNS [ns]	hold WS, ns
floorplan	50000	-	0.446
global placement	61400	-230.97	0.459
detailed placement	61400	-231.87	0.465
CTS	67100	-39.45	0.463
global route	68200	-38.00	0.475
finish	68200	-35.11	0.465
what timing repair did:
item                                    CTS  global route
endpoints found under the setup margin   65            64
pin swaps                               205           152
setup buffers                            39            15
gates resized                           585           155
synth_stat cells, drive strengths merged (2+ instances only):
library cell,n,share of area
nor4,2,0.00025
a2bb2oi,2,0.00035
or4,65,0.0098
a32oi,10,0.0018
nor2b,9,0.0011
or2,2,0.00025
nand3b,15,0.0023
clkbuf,347,0.026
and3,365,0.046
o2111ai,2,0.00035
nand4b,4,0.00070
or3,6,0.00075
dfrtn,992,0.50
and2,13,0.0016
a31oi,4,0.00050
buf,94,0.0091
mux2i,10,0.0020
and3b,7,0.0012
a222oi,25,0.0050
nand3,164,0.016
inv,6,0.00045
a21oi,14,0.0014
nand2b,14,0.0018
a211oi,2,0.00030
mux2,996,0.22
a22oi,647,0.097
nor3b,11,0.0017
nor4b,2,0.00035
o21ai,8,0.00080
nor2,63,0.0047
a2111oi,121,0.023
or3b,2,0.00035
nor3,22,0.0024
o211ai,6,0.00090
nand2,59,0.0044
nand4,99,0.012
worst max-delay path, cell delays in order, from the launching register on:
cell and delay (ns):
dfrtn_1 0.34, mux2_2 0.27, a22oi_2 0.17, nor3_1 0.05
or4_1 0.52, or4_4 0.50, buf_2 0.14
metal layers:
layer,track usage,share of wire
met2,0.460,0.40
met5,0.0164,0.0015
met4,0.194,0.074
met3,0.220,0.18
met1,0.431,0.35
logic make-up after synthesis:
kind of cell,count (synthesis),share of synthesized area
simple gates,925,0.108
buf+inv,447,0.0356
compound gates,848,0.132
flops,992,0.497
mux,1006,0.227
No activity file was given, so power comes from the tool's default toggle rates.

**design/flow/run.sh**
```bash
#!/bin/bash
# OpenROAD 26Q1-2900-gdf79404cd8, Yosys 0.63+post, stock flow scripts
make -C /OpenROAD-flow-scripts/flow DESIGN_CONFIG=/design/flow/config.mk WORK_HOME=/design/flow/orfs finish
```
**design/flow/config.mk**
```make
export PLATFORM = sky130hd
export DESIGN_NAME = adder
export DESIGN_NICKNAME = adder
export VERILOG_FILES = /design/flow/design.v
export SDC_FILE = /design/flow/constraint.sdc
export NUM_CORES = 4
export LEC_CHECK = 1
export CORE_AREA = 10 10 85 85
export DIE_AREA = 0 0 95 95
```
**design/flow/constraint.sdc**
```tcl
current_design adder

set clk_period 24.1
set clk_io_pct 0.2

create_clock -name clk0 -period $clk_period

set non_clock_inputs [all_inputs -no_clocks]
set_input_delay [expr $clk_period * $clk_io_pct] -clock clk0 $non_clock_inputs
set_output_delay [expr $clk_period * $clk_io_pct] -clock clk0 [all_outputs]
```
**design/flow/design.v**
```verilog
`timescale 1ps/1ps
module adder(input  wire [31:0] a,b,
             output wire [31:0] y);
    assign y = a+b;  
endmodule
module sl2(input  wire [31:0] a,
           output wire [31:0] y);
    assign y = {a[29:0], 2'b00};   
endmodule
module sl16(input  wire [15:0] a,
           output wire [31:0] y);
    assign y = {a, 16'b00};   
endmodule
module signext(input  wire [15:0] inst,
              output wire [31:0] imm);
    assign imm = {{16{inst[15]}}, inst[15:0]};  
endmodule
module equal(input wire [31:0] a, b,
             output wire equal);
    assign equal = (a == b);
endmodule
module flopr #(parameter WIDTH=8)
              (input  wire             clk, reset,
               input  wire [WIDTH-1:0] d,
               output reg [WIDTH-1:0] q);
    reg [WIDTH-1:0] mem;
    always @(posedge clk or posedge reset) begin  
        if(reset) mem <= 0;
        else      mem <= d;
    end
    assign q = mem;
endmodule
module cflopr #(parameter WIDTH=8)
              (input  wire             clk, reset, clr,
               input  wire [WIDTH-1:0] d,
               output reg [WIDTH-1:0] q);
    reg [WIDTH-1:0] mem;
    always @(posedge clk or posedge reset) begin  
        if(reset || clr) mem <= 0;
        else             mem <= d;
    end
    assign q = mem;
endmodule
module eflopr #(parameter WIDTH=8)
              (input  wire             clk, reset, en,
               input  wire [WIDTH-1:0] d,
               output reg [WIDTH-1:0] q);
    reg [WIDTH-1:0] mem;
    always @(posedge clk or posedge reset) begin  
        if(reset)        mem <= 0;
        else if(en)      mem <= d;
    end
    assign q = mem;
endmodule
module ecflopr #(parameter WIDTH=8)
              (input  wire             clk, reset, en, clr,
               input  wire [WIDTH-1:0] d,
               output reg [WIDTH-1:0] q);
    reg [WIDTH-1:0] mem;
    always @(posedge clk or posedge reset) begin  
        if(reset || clr) mem <= 0;
        else if(en)      mem <= d;
    end
    assign q = mem;
endmodule
module mux2 #(parameter WIDTH=8)
             (input  wire [WIDTH-1:0] d0,d1,
              input  wire             s,
              output wire [WIDTH-1:0] y);
    assign y = s ? d1 : d0;   
endmodule
module mux3 #(parameter WIDTH=8)
             (input  wire [WIDTH-1:0] d0,d1, d2,
              input  wire [1:0]       s,
              output wire [WIDTH-1:0] y);
    assign y = s[1] ? d2 : s[0] ? d1 : d0;   
endmodule
```
==> out/qor_table.md <==
| Parameter | Reported |
|:---|:---|
| IR drop worst, VDD | 0.0000118 V |
| Number of I/O pins | 96 |
| LEAKAGE | 1.18 nW |
| Post-CTS setup repair buffer count | 0 |
| Post-DP HPWL | 5120 um |
| Number of core rows | 27 |
| Antenna violations before repair | 0 |
| Die Size | 9030 um2 |
| Layout overhead on the synthesized area | 57.7% |
| Net Sw Frac | 39.7% |
| Most repeated library cell on the critical path | clkdlybuf4s50_1 |
| Type of the setup path with the least slack | in -> out |
| Worst min-delay path endpoint | y[0] |
| Hold buffer count at CTS | 0 |
| Average footprint of a synthesized cell | 7.24 um2 |
| Global route overflow | 0 |
| Setup repair after global routing missed its margin | false |
| Cell depth of the worst min-delay path | 3 |
| Sequential cell count | 0 |
| Leading area contributor after synthesis | ha_1 |
| Max FO, Critical Path | 4 |
| Cell types occupying the most area after synthesis | ha_1 (22%), a21oi_1 (8.3%), a21o_1 (8.2%) |
| DRC marker count from the first detailed-route iteration | 54 |
| Pin count of the biggest net entering global routing | 11 |
| Final TNS setup | 0 ns |
| Share of final-layout standard cells stronger than drive strength 1 | 3.07% |
| Share of total power in the clock network | 0% |
| Synth Warn # | 0 |
| Number of distinct standard cells referenced by the synthesized netlist | 50 |
| Comb power frac | 100.0% |
| Final critical-path share of the clock period | 52.0% |
| Least-Margin Pin Slew | 0.523 ns |
| Final antenna diode count | 0 |
| Via count of the first global-routing pass | 2036 |
| Combinational gate area | 1680 um2 |
| Die extent in y | 95 um |
| Critical Path, Cell by Cell | clkdlybuf4s50_1, ha_1, fa_1, a21o_1, a31o_2, nand3_1, o221ai_1, a311oi_1, o21bai_1, xor2_1, clkdlybuf4s50_1 |
| YS chip area | 1740 um2 |
| First-pass GRT wire length | 9490 um |
| Required time at the worst-slack endpoint | 19.28 ns |
| Total core area | 5470 um2 |
| Number of setup violations in the final report | 0 |
| Start point of the critical path | a[0] |
| Clock tree buffer count of the final layout | 0 |
| Critical path endpoint category | output pin |
| Count of filler cells inserted in the layout | 569 |
| Routability congestion estimate from global placement | 0.925 |
| Startpoint of the most critical hold path | b[0] |
| Post-route worst setup slack | 11.56 ns |
| Number of buffer and inverter instances along the worst setup path | 2 |
| Family with the most delay on the worst path | AND-OR/OR-AND gates |
| Net switching power figure | 0.0000318 W |
| Pre-CTS setup slack | 11.52 ns |
| Number of vias after detailed routing | 2079 |
| Netlist area before placement | 1740 um2 |
| Finished Cell Area | 2750 um2 |
| Number of buffer cells added on primary ports | 96 |
| Area fraction of the dominant cell type after synthesis | 22.2% |
| Largest stage delay on the critical path | 0.49 ns |
| Path class of the lowest-slack min-delay path | in -> out |
| Max-slew violations | 0 |
| Number of cells produced by synthesis | 241 |
| Post-route antenna net violation count | 0 |
| Minimum clock period | 12.54 ns |
| Crit path DAT | 7.72 ns |
| Final WL | 5840 um |
| WP depth | 11 |
| Worst relative slew slack | 64.2% |
| Count of warning messages emitted by the tools | 32 |
| Sequential cell area fraction in the yosys report | 0% |
| Overall routing resource usage | 12.4% |
| Register share of total power | 0% |
| Routed wire length per instance | 14.7 um |
| Post-cts gate resize count | 0 |
| Type of element launching the critical path | primary input |
| Sequential cell area | 0 um2 |
| DRC violations left | 0 |
| Average vias per placed instance | 5.22 |
| Total placed instance area | 2750 um2 |
| Initial Util | 31.9% |
| Number of max-cap violations | 0 |
| Die x size | 95 um |
| Result of the run | finished, final reports clean |
| First-pass iteration count of the detailed router | 4 |
| Hold Vio Cnt, Final | 0 |
| Slowest library cell on the worst path | clkdlybuf4s50_1 |
| # Cells Yosys | 241 |
| Max Clock Freq | 79.7 MHz |
| Power density cells | 29.1 nW/um2 |
| Internal power consumption | 0.0000483 W |
[Yosys cell counts, types with 2 or more instances]
cell,instances
o21a_1,2
nor3_1,4
nand2_1,18
buf_2,2
nand2b_1,2
nand3_1,10
ha_1,31
xor2_1,15
a21oi_1,29
mux2i_1,2
inv_1,6
clkbuf_1,8
a31oi_1,3
nor2_1,12
o221ai_1,2
xnor2_1,13
o311ai_1,2
or2_2,3
o21bai_1,4
o211ai_1,3
nand4_1,8
a311oi_1,2
a211oi_1,3
a21o_1,19
o21ai_0,13
[layer usage]
| metal | global-route usage [%] | routed length, um | vias to the layer above | share of wire, % |
|---|---|---|---|---|
| met5 | 0 | 0 | - | 0 |
| met4 | 0.623 | 29 | 0 | 0.50 |
| met3 | 2.88 | 465 | 2 | 8.0 |
| met2 | 21.1 | 2550 | 61 | 44 |
| met1 | 16.3 | 2800 | 913 | 48 |
| li1 | - | - | 1103 | - |
[final cells by class]
cell class	instances	area share, %
Inverter	6	0.819
Tap cell	72	3.27
Multi-Input combinational cell	224	61.0
Timing Repair Buffer	96	34.9
[power by group through the flow]
stage                 Combinational [W]  Clock, W  Sequential [W]
after CTS                     0.0000814         0               0
final                         0.0000800         0               0
after global routing          0.0000892         0               0
[worst max-delay path by stage]
stage	end	slack, ns
finish	y[26]	11.56
CTS	y[26]	11.52
global route	y[31]	11.32
[cells by family after synthesis]
family	share of synthesized area, %
AOI/OAI and AO/OA	39.3
xor gates and xnor gates	14.1
adders and majority gates	23.4
buffers and inverters	3.80
muxes	1.15
and+or+nand+nor	18.3
[per-stage QoR]
| stage | utilization, % | std cells | total power, W | hold WS, ns |
|---|---|---|---|---|
| after global routing | 50.3 | 398 | 0.0000892 | 10.71 |
| after CTS | 50.3 | 398 | 0.0000814 | 10.68 |
| after detailed placement | 50.3 | 398 | 0.0000809 | 10.69 |
| final | 50.3 | 398 | 0.0000800 | 10.67 |
| after floorplan | - | 241 | 0.0000385 | 9.71 |
| after global placement | 50.3 | 398 | 0.0000809 | 10.68 |
[worst min-delay path: stages]
cell             delay [ns]
clkdlybuf4s50_1        0.46
ha_1                   0.11
clkdlybuf4s50_1        0.46
[placed cells by master, fill, tap and decap left out, types with 2 or more instances in the layout]
cell type | netlist | routed
o21bai_1 | 4 | 4
a311oi_1 | 2 | 2
nand4_1 | 8 | 8
a211oi_1 | 3 | 3
ha_1 | 31 | 31
nand2_1 | 18 | 18
or2_2 | 3 | 3
mux2i_1 | 2 | 2
a31oi_1 | 3 | 3
a21oi_1 | 29 | 29
o21ai_0 | 13 | 13
nor2_1 | 12 | 12
o21a_1 | 2 | 2
o311ai_1 | 2 | 2
nor3_1 | 4 | 4
nand2b_1 | 2 | 2
clkdlybuf4s50_1 | 0 | 96
o211ai_1 | 3 | 3
inv_1 | 6 | 6
o221ai_1 | 2 | 2
nand3_1 | 10 | 10
a21o_1 | 19 | 19
xor2_1 | 15 | 15
xnor2_1 | 13 | 13
Power and IR drop assume default switching activity.
